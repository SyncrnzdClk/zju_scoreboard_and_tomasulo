--- config.mk ---
export PLATFORM = sky130hd
export DESIGN_NAME = FU_div
export DESIGN_NICKNAME = FU_div
export VERILOG_FILES = /design/flow/design.v
export SDC_FILE = /design/flow/constraint.sdc
export NUM_CORES = 4
export LEC_CHECK = 1
export CORE_UTILIZATION = 50
--- constraint.sdc ---
current_design FU_div

set clk_period 157.5
set clk_io_pct 0.2

create_clock -name clk0 -period $clk_period [get_ports {clk}]

set non_clock_inputs [all_inputs -no_clocks]
set_input_delay [expr $clk_period * $clk_io_pct] -clock clk0 $non_clock_inputs
set_output_delay [expr $clk_period * $clk_io_pct] -clock clk0 [all_outputs]
--- design.v ---
`timescale 1ns / 1ps
module FU_div(
    input clk, EN,
    input[31:0] A, B,
    output[31:0] res
);
    reg TO_BE_FILLED = 0;
    wire res_valid;
    wire[63:0] divres;
    reg [23:0] state;  
    initial begin
        state = 0;
    end
    reg A_valid, B_valid;
    reg[31:0] A_reg, B_reg;
    initial begin
        A_valid <= 1'b0;
        B_valid <= 1'b0;
    end
    always@(posedge clk) begin
        if(EN & ~state) begin
            A_reg <= A;
            B_reg <= B;
            A_valid <= 1'b1;
            B_valid <= 1'b1;
            state <= 24'b1 << 23;  
        end
        else if(res_valid) begin
            A_valid <= 0;
            B_valid <= 0;
            state <= 0;
        end
        else state <= {1'b0, {state[23:1]}};
    end
    divider div(.aclk(clk),
        .s_axis_dividend_tvalid(A_valid),
        .s_axis_dividend_tdata(A_reg),
        .s_axis_divisor_tvalid(B_valid), 
        .s_axis_divisor_tdata(B_reg),
        .m_axis_dout_tvalid(res_valid), 
        .m_axis_dout_tdata(divres)
    );
    assign res = divres[63:32];  
endmodule
`timescale 1ns / 1ps
module multiplier(
    input wire CLK,
    input wire[31:0] A,
    input wire[31:0] B,
    output wire[31:0] P
    );
    integer i;
    reg[63:0] buffer[0:5];
    wire[63:0] res = A * B;
    initial begin
        for(i=0; i<=5; i=i+1) begin
            buffer[i] <= 0;
        end
    end
    always @(posedge CLK) begin
        buffer[5] <= res;
        for(i=0; i<5; i=i+1) begin
            buffer[i] <= buffer[i+1];
        end
    end
    assign P = buffer[0];
endmodule
module divider(
    input wire aclk,
    input wire s_axis_dividend_tvalid,
    input wire[31:0] s_axis_dividend_tdata,
    input wire s_axis_divisor_tvalid,
    input wire[31:0] s_axis_divisor_tdata,
    output wire m_axis_dout_tvalid,
    output wire[63:0] m_axis_dout_tdata
    );
    integer i;
    reg[63:0] buffer[0:22];
    reg valid[0:22];
    wire[63:0] res = {s_axis_dividend_tdata / s_axis_divisor_tdata, s_axis_dividend_tdata % s_axis_divisor_tdata};
    initial begin
        for(i=0; i<=22; i=i+1) begin
            buffer[i] <= 0;
            valid[i] <= 0;
        end
    end
    always @(posedge aclk) begin
        buffer[22] <= res;
        valid[22] <= s_axis_dividend_tvalid & s_axis_divisor_tvalid;
        for(i=0; i<22; i=i+1) begin
            buffer[i] <= buffer[i+1];
            valid[i] <= valid[i+1];
        end
    end
    assign m_axis_dout_tvalid = valid[0];
    assign m_axis_dout_tdata = buffer[0];
endmodule
module debug_clk(
    input clk,
    input debug_en,
    input debug_step,
    output debug_clk
);
    assign debug_clk = clk;
endmodule
--- run.sh ---
#!/bin/bash
# OpenROAD 26Q1-2900-gdf79404cd8, Yosys 0.63+post, stock flow scripts
make -C /OpenROAD-flow-scripts/flow DESIGN_CONFIG=/design/flow/config.mk WORK_HOME=/design/flow/orfs finish
==> impl_metrics.yaml <==
# generated from flow reports
die:
  die_w_um: 310
  die_h_um: 310
  ios: 98
  fp_util_pct: 50.6
  core_sq_um: 93600
  std_cell_rows: 112
  dieArea_sq_um: 96100
final_timing:
  finalClockPeriodUsage_pct: 56.8
  min_period_ps: 89530
  tightest_slew_ps: 1430
  timing.fmax_ghz: 0.0112
  fin_tns_setup_ps: 0
  finalHoldViolCount: 0
  grt_setup_unrepaired: "false"
  setup_violations: 0
  finalClockSkew_ps: 85.6
  slew_headroom_pct: 3.78
  report.final.slew_viol_count: 0
power:
  power.density_nw_per_um2: 11.9
  p_leak_uw: 0.0229
  power.total_uw: 626
  vdd_ir_drop_max_uv: 9.29
placement:
  io_buffer_count: 97
  postPlaceCellArea_sq_um: 50100
  gp_congestion: 1.06
  dpl.hpwl_um: 117000
worst_hold_path:
  hold_class: "flip-flop to flip-flop"
status:
  status: "finished clean"
logic_synthesis:
  ys.flop_type: "dfxtp_1"
  ys_ff: 848
  ys_top_cells_by_count: "784 x dfxtp_1, 529 x ha_1, 473 x nor2_1, 439 x nand2_1, 369 x a21oi_1"
  ys_chip_area_sq_um: 47400
  netlist.area_leader.share_pct: 33.1
  yosys_warnings: 4
  synthTopCellsByArea: "dfxtp_1 33%, ha_1 14%, edfxtp_1 4.1%"
  synth_cell_types: 121
  yosys_cells: 5253
  syn_avg_cell_area_sq_um: 9.03
  synth_seq_share_pct: 37.2
  syn-cell-area_sq_um: 47400
  largest_area_cell: "dfxtp_1"
  edf_count: 64
  top_cell: "dfxtp_1"
  synth_async_sr_flop_share_pct: 0
  synth_cells: 5253
setup_path:
  worst-setup-path-type: "flip-flop to flip-flop"
  start_kind: "flip-flop"
  cp_slowest_cell: "nor3_1"
  reg2reg_slack_ps: 67970
  critPathCaptureType: "flip-flop"
  arrival_ps: 90050
  max_stage_delay_ps: 1150
  cp.required_ps: 158020
  path_common_cell: "ha_1"
  worst-path-max-fanout: 44
grt:
  busiest_layer: "met1"
  grt_overflow_total: 0
  use_met3_pct: 5.16
  grt_pass1_wl_um: 226000
  grt_pass1_vias: 37000
  use_met2_pct: 47.2
  use_met1_pct: 49.2
  grt_use_total_pct: 32.3
  grt_max_degree: 45
  antenna_found_initial: 2
detailed_routing:
  ant_nets: 0
  dr_total_vias: 40000
  route.detailed.drc: 0
  drt-total-wl_um: 152000
  n_antenna_cell: 0
  dr.pass1.iters: 6
  drt_iter0_markers: 3353
  wl_per_cell_um: 22.6
  via_per_inst: 5.96
clocking:
  cts_root_buffer: "clkbuf_16"
  clk_latency_ps: 690
  cts_num_sinks: 848
  hold_buffers: 0
  ctsResizeCount: 0
  cts_tree: "built"
  cts-buffers-inserted: 81
  cts_max_level: 3
  post_cts_buffers: 0
  clock_tree.buffer_depth: 3
  clk_pin_slew_worst_paths_ps: 70
cells_and_area:
  area_growth_pct: 11.3
  layout-drive-gt1-share_pct: 7.84
  largest_reg_flops: 736
  design_area_sq_um: 52800
  nFillCells: 8371
run:
  warnings: 26
  cap_violations: 0
==> power breakdown <==
group | switching [uW] | total [uW] | internal [uW]
Clock | 83.7 | 193 | 109
Sequential | 3.76 | 229 | 225
Combinational | 122 | 204 | 82.5
Total | 209 | 626 | 417
==> final timing paths <==
check,start,depth (start not counted),to
max reg2reg,B_reg[26],308,div.buffer[22][32]
min reg2reg,div.buffer[16][39],0,div.buffer[15][39]
min,div.buffer[16][39],0,div.buffer[15][39]
max,B_reg[26],308,div.buffer[22][32]
==> stage by stage <==
| stage | cells | worst slack (ps) | utilization [%] | hold WS, ps |
|---|---|---|---|---|
| global placement | 6560 | 71550 | 53.5 | 309 |
| detailed placement | 6560 | 70530 | 53.5 | 312 |
| finish | 6710 | 67970 | 56.4 | 296 |
| global route | 6710 | 62160 | 56.4 | 307 |
| CTS | 6710 | 70120 | 56.4 | 300 |
| floorplan | 5253 | 87330 | - | 310 |
==> area by class of cell <==
cell class | count | area, sq um | area share [%]
Multi-Input combinational cell | 4078 | 28500 | 54.1
Sequential cell | 848 | 17600 | 33.4
Clock buffer | 118 | 2360 | 4.47
Timing Repair Buffer | 178 | 1580 | 2.99
Tap cell | 1254 | 1570 | 2.97
Inverter | 202 | 759 | 1.44
Clock inverter | 32 | 367 | 0.695
==> routing by layer <==
layer / wire, um / part of all wire, %
met1: 69900 / 46
met2: 63900 / 42
met3: 11300 / 7.4
met4: 6850 / 4.5
met5: 0 / 0
==> layout by cell type, fill, tap and decap left out, types with 25 or more instances in the layout <==
master	Yosys	layout
dfxtp_1	784	784
ha_1	529	529
nor2_1	473	473
nand2_1	439	439
a21oi_1	369	369
o21ai_0	231	231
xnor2_1	207	207
inv_1	191	187
a21o_1	160	160
nor3_1	145	145
xor2_1	128	128
nand3_1	112	112
o21a_1	100	100
clkdlybuf4s50_1	0	97
a31oi_1	89	89
clkbuf_16	0	83
buf_4	1	81
or3_1	67	67
edfxtp_1	64	64
o211ai_1	64	64
and2_1	64	64
nand4_1	54	54
mux2_2	53	53
or2_2	52	52
a211oi_1	49	49
nor2b_1	49	48
nand2b_1	42	42
o21bai_1	41	40
o31ai_1	38	38
and3_1	37	37
mux2i_1	35	35
a211o_1	25	25
==> critical path, delay by kind of cell, from the launching register on <==
kind | cells | cell delay (ps)
buf+inv | 33 | 9420
mux | 4 | 1350
compound gates | 163 | 46540
flops | 1 | 440
simple gates | 77 | 21800
fa+ha+maj | 31 | 9520
==> cell families (layout without fill, tap and decap cells) <==
group	count (synthesis)	count (layout)	share of synthesized area (%)
simple gates	1643	1643	16.8
compound gates	1481	1481	21.2
flops	848	848	37.2
fa+ha+maj	529	529	14.0
xor+xnor	335	335	6.19
buf+inv	327	530	2.68
mux	90	90	2.05
Power is estimated from default activity; no workload was simulated.
